==> ./design.v <==
module echo_timer (
    input wire clk,
    input wire rst,
    input wire echo,
    output reg [31:0] duration
);
    reg prev_echo;
    reg measuring;
    always @(posedge clk or posedge rst) begin
        if (rst) begin
            duration <= 0;
            prev_echo <= 0;
            measuring <= 0;
        end else begin
            prev_echo <= echo;
            if (~prev_echo & echo) begin
                duration <= 0;
                measuring <= 1;
            end else if (prev_echo & ~echo) begin
                measuring <= 0;
            end else if (measuring) begin
                duration <= duration + 1;
            end
        end
    end
endmodule
module led_ctrl (
    input wire clk,
    input wire rst,
    input wire [31:0] duration,
    output reg led_out
);
    parameter THRESHOLD = 3500;
    always @(posedge clk or posedge rst) begin
        if (rst)
            led_out <= 1;  
        else begin
            if (duration < THRESHOLD)
                led_out <= ~led_out;  
            else
                led_out <= 1;     
        end
    end
endmodule
module top (
    input wire clk,               
    input wire rst,               
    input wire echo,              
    output wire trigger,          
    output wire led               
);
    wire [31:0] duration;
    trigger_gen u_trigger (
        .clk(clk),
        .rst(rst),
        .trigger(trigger)
    );
    echo_timer u_echo (
        .clk(clk),
        .rst(rst),
        .echo(echo),
        .duration(duration)
    );
    led_ctrl u_led (
        .clk(clk),
        .rst(rst),
        .duration(duration),
        .led_out(led)      
    );
endmodule
module trigger_gen (
    input wire clk,
    input wire rst,
    output reg trigger
);
    parameter CLK_FREQ = 12000000;
    parameter PULSE_WIDTH = 120;
    parameter PERIOD = 600000;
    reg [31:0] count;
    always @(posedge clk or posedge rst) begin
        if (rst) begin
            count <= 0;
            trigger <= 0;
        end else begin
            if (count < PULSE_WIDTH)
                trigger <= 1;
            else
                trigger <= 0;
            if (count >= PERIOD)
                count <= 0;
            else
                count <= count + 1;
        end
    end
endmodule
==> ./run.sh <==
#!/bin/bash
# OpenROAD 26Q1-2900-gdf79404cd8, Yosys 0.63+post, stock flow scripts
make -C /OpenROAD-flow-scripts/flow DESIGN_CONFIG=/design/flow/config.mk WORK_HOME=/design/flow/orfs finish
==> ./config.mk <==
export PLATFORM = sky130hd
export DESIGN_NAME = top
export DESIGN_NICKNAME = top
export VERILOG_FILES = /design/flow/design.v
export SDC_FILE = /design/flow/constraint.sdc
export NUM_CORES = 4
export LEC_CHECK = 1
export CORE_UTILIZATION = 40
==> ./constraint.sdc <==
current_design top

set clk_period 3.3
set clk_io_pct 0.2

create_clock -name clk0 -period $clk_period [get_ports {clk}]

set non_clock_inputs [all_inputs -no_clocks]
set_input_delay [expr $clk_period * $clk_io_pct] -clock clk0 $non_clock_inputs
set_output_delay [expr $clk_period * $clk_io_pct] -clock clk0 [all_outputs]
==> results.json <==
{
  "outcome": "completed",
  "synth-edff-count": 0,
  "clk_pin_slew_ns": 0.08,
  "drt-wirelength-per-cell_um": 13.9,
  "cts_tree": "yes",
  "yosysCellCount": 338,
  "warning_count": 26,
  "wl_met3_um": 220,
  "ctsHoldBuffers": 0,
  "leakage_nw": 1.47,
  "final_common_cell": "dfrtp_1",
  "root_buffer": "clkbuf_8",
  "flop_cell": "dfrtp_1",
  "floorplan.die.height_um": 93.4,
  "synth-async-reset-ratio": 1.00,
  "switching_share": 0.227,
  "ys_seq_share": 0.510,
  "synth_cell_types": 47,
  "cts.path.max_buffers": 2,
  "wl_um": 6310,
  "clkLatencyLatePin_ns": 0.34,
  "fp.dieW_um": 93.4,
  "critPathArrivalTime_ns": 3.00,
  "synth_area_per_cell_um2": 9.88,
  "drc": 0,
  "clock-sinks": 68,
  "n_antenna_cell": 0,
  "antenna_found_initial": 0,
  "power.switching_mw": 0.380,
  "lay_top_cells": "67 x dfrtp_1, 27 x nor2_1, 23 x nand4_1",
  "final_layout_size_suffix_gt1_frac": 0.0708,
  "cts_buffers": 9,
  "final.setup.tns_ns": 0,
  "io_pins": 5,
  "finalSetupViolCount": 0,
  "path_max_fanout": 12,
  "place_congestion": 0.814,
  "gr-usage-all-layers": 0.165,
  "regArea_um2": 1700,
  "grt_max_degree": 41,
  "first_iter_violations": 140,
  "routed-via-count": 2550,
  "met1_length_um": 3220,
  "p_int_mw": 1.29,
  "final-comb-area_um2": 1560,
  "hp-class": "register to register",
  "finClkSkew_ns": 0.00870,
  "post_drt_via_cell_ratio": 5.60,
  "fp_util": 0.423,
  "clockPowerShare": 0.444,
  "ir_drop_mv": 0.275,
  "cts_resized": 0,
  "drv_cap": 0,
  "firstDrtPassIters": 4,
  "p_per_area_nw_per_um2": 453,
  "utilization": 0.468,
  "grt_pass1_wl_um": 11100,
  "dp_hpwl_um": 4050,
  "cts_setup_buffers": 0,
  "dieArea_um2": 8720,
  "numSynthFlops": 68,
  "num_rows": 32,
  "worst_pin_slew_ns": 0.845,
  "combPwrFrac": 0.040,
  "core-area_um2": 7890,
  "fillCellCount": 725,
  "yosysChipArea_um2": 3340,
  "synth_area_um2": 3340,
  "critPathCaptureType": "register",
  "io_buffers": 4,
  "grt_pass1_vias": 2301,
  "timing.final.crit_share": 0.828,
  "fmax_ghz": 0.366,
  "syn_inst": 338,
  "rsz0062_at_grt": "no",
  "fin_crit_ns": 2.73,
  "worstSetupPathType": "input pin to register",
  "p_seq_frac": 0.516,
  "yosysWarnings": 3,
  "finalHoldViolCount": 0,
  "cp.required_ns": 3.56,
  "grt.overflow.total": 0,
  "slew_viol_final": 0,
  "htree_levels": 3,
  "syn2layout_area_growth_pct": 10.7,
  "rrSetupSlack_ns": 1.05,
  "routed-wl-met2_um": 2800,
  "ant_nets": 0,
  "slew_headroom": 0.437,
  "dr.max_layer_used": "met4",
  "startpoint_type": "input pin"
}
==> cell usage after synthesis (2+ instances only) <==
master | n | area [um^2]
or3_1 | 6 | 37.5
nor2_1 | 27 | 101
xnor2_1 | 7 | 61.3
xor2_1 | 11 | 96.3
and3_1 | 7 | 43.8
nand3_1 | 19 | 95.1
nand4_1 | 23 | 144
o31ai_1 | 12 | 90.1
and4_1 | 4 | 35.0
ha_1 | 4 | 50.1
mux2i_1 | 6 | 60.1
a31oi_1 | 2 | 12.5
o21ai_0 | 14 | 70.1
inv_1 | 9 | 33.8
buf_6 | 2 | 22.5
nor4_1 | 15 | 93.8
nand2_1 | 19 | 71.3
clkbuf_1 | 11 | 41.3
dfrtp_1 | 67 | 1680
nand2b_1 | 7 | 43.8
a21oi_1 | 22 | 110
or4_1 | 13 | 97.6
or3_2 | 2 | 15.0
nor3_1 | 6 | 30.0
==> final timing paths <==
path | cells past startpoint | from | endpoint
max in group asynchronous | 3 | rst | u_led.led_out$_DFF_PP1_
worst min-delay path | 1 | u_trigger.count[0]$_DFF_PP0_ | u_trigger.count[0]$_DFF_PP0_
worst min register to register | 1 | u_trigger.count[0]$_DFF_PP0_ | u_trigger.count[0]$_DFF_PP0_
worst max register to register | 6 | u_echo.prev_echo$_DFF_PP0_ | u_echo.duration[30]$_DFFE_PP0P_
min in group asynchronous | 2 | rst | u_trigger.count[0]$_DFF_PP0_
worst max-delay path | 7 | echo | u_echo.duration[30]$_DFFE_PP0P_
==> through the flow <==
stage	instances	setup WS [ns]	area (um^2)	power [mW]	hold slack (ns)
2_1_floorplan	349	0.930	3380	0.932	0.433
3_3_place_gp	440	0.300	3480	0.948	0.452
3_5_place_dp	440	0.224	3480	0.949	0.463
4_1_cts	455	0.601	3690	1.70	0.474
5_1_grt	455	0.468	3690	1.75	0.496
6_report	455	0.566	3690	1.68	0.464
==> power by group through the flow <==
stage	Clock, mW	Combinational, mW	Sequential (mW)
4_1_cts	0.771	0.0688	0.864
5_1_grt	0.809	0.0767	0.867
6_report	0.744	0.0666	0.865
==> flip-flops by register name, indices dropped and copies added, names as in the netlist <==
name               flops
u_echo.duration       32
u_echo.measuring       1
u_echo.prev_echo       1
u_led.led_out          1
u_trigger.count       32
u_trigger.trigger      1
==> per-layer routing <==
metal,global-route usage,vias to the layer above
met2,0.237,38
li1,-,1269
met3,0.0347,7
met1,0.275,1236
met4,0.0218,0
met5,0,-
==> final cells by class <==
cell class	count	share of cell area
flip-flops and latches	68	0.461
multi-input cells	256	0.422
well taps	102	0.0345
clock buffers	9	0.0335
clock inverters	6	0.0240
repair buffers	5	0.0163
inverters	9	0.00914
==> logic make-up after synthesis <==
| family | Yosys count | share of synthesized area |
|---|---|---|
| AOI/OAI and AO/OA | 60 | 0.111 |
| buffers and inverters | 25 | 0.0356 |
| other | 1 | 0.00112 |
| and+or+nand+nor | 155 | 0.259 |
| xor gates and xnor gates | 18 | 0.0472 |
| adders and majority gates | 4 | 0.0150 |
| DFF | 68 | 0.510 |
| muxes | 7 | 0.0214 |
==> critical path: stages <==
cell and delay (ns):
clkdlybuf4s50_1 0.50, inv_1 0.05, ha_1 0.25, o21ba_2 0.36, nand4_1 0.40, or4_1 0.62, a21oi_1 0.15
No activity file was given, so power comes from the tool's default toggle rates.
